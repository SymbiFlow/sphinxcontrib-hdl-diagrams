File: ./config.mk
export PLATFORM = sky130hd
export DESIGN_NAME = CARRY4
export DESIGN_NICKNAME = CARRY4
export VERILOG_FILES = /design/flow/design.v
export SDC_FILE = /design/flow/constraint.sdc
export NUM_CORES = 4
export LEC_CHECK = 1
export CORE_AREA = 10 10 70 70
export DIE_AREA = 0 0 80 80
File: ./constraint.sdc
current_design CARRY4

set clk_period 3.9
set clk_io_pct 0.2

create_clock -name clk0 -period $clk_period

set non_clock_inputs [all_inputs -no_clocks]
set_input_delay [expr $clk_period * $clk_io_pct] -clock clk0 $non_clock_inputs
set_output_delay [expr $clk_period * $clk_io_pct] -clock clk0 [all_outputs]
File: ./design.v
module MUXCY(output O, input CI, DI, S);
  assign O = S ? CI : DI;
endmodule
module XORCY(output O, input CI, LI);
  assign O = CI ^ LI;
endmodule
module CARRY4(output [3:0] CO, O, input CI, CYINIT, input [3:0] DI, S);
   wire CIN = CI | CYINIT;
   MUXCY muxcy0 (.O(CO[0]), .CI(CIN),   .DI(DI[0]), .S(S[0]));
   MUXCY muxcy1 (.O(CO[1]), .CI(CO[0]), .DI(DI[1]), .S(S[1]));
   MUXCY muxcy2 (.O(CO[2]), .CI(CO[1]), .DI(DI[2]), .S(S[2]));
   MUXCY muxcy3 (.O(CO[3]), .CI(CO[2]), .DI(DI[3]), .S(S[3]));
   XORCY xorcy0 (.O(O[0]), .CI(CIN),   .LI(S[0]));
   XORCY xorcy1 (.O(O[1]), .CI(CO[0]), .LI(S[1]));
   XORCY xorcy2 (.O(O[2]), .CI(CO[1]), .LI(S[2]));
   XORCY xorcy3 (.O(O[3]), .CI(CO[2]), .LI(S[3]));
endmodule
File: ./run.sh
#!/bin/bash
# OpenROAD 26Q1-2900-gdf79404cd8, Yosys 0.63+post, stock flow scripts
make -C /OpenROAD-flow-scripts/flow DESIGN_CONFIG=/design/flow/config.mk WORK_HOME=/design/flow/orfs finish
==> reports/qor.rpt <==
RUN STATUS
---------------------------------------------------------------------------------
Run status                                                           complete, no violations

GRT
---------------------------------------------------------------------------------
Number of antenna violations at the first check in global routing               0
Global Route Usage Sum                                                     0.0150
Largest net degree at the start of global routing                               5
Aggregate global routing overflow                                               0
Number of global-route vias before repair                                     141
First-pass GRT wire length                                                 779 µm

YOSYS
---------------------------------------------------------------------------------
Post-synthesis instance total                                                  22
Share of synthesized cell area in and-or and or-and compound cells          0.211
MUX share of area                                                          0.0902
Post-synthesis cell type with the largest combined area              sky130_fd_sc_hd__buf_4
Simple-Gate Area Share                                                      0.105
List of most frequent post-synthesis cells                           8 x sky130_fd_sc_hd__buf_4, 3 x sky130_fd_sc_hd__nor2_1, 2 x sky130_fd_sc_hd__xnor2_1, 2 x sky130_fd_sc_hd__xor2_1
Biggest area cells                                                   sky130_fd_sc_hd__buf_4 36%, sky130_fd_sc_hd__xnor2_1 11%, sky130_fd_sc_hd__xor2_1 11%
Adder-cell area share of the yosys netlist                                      0
Average size of a mapped cell                                            7.56 µm²
Area of the synthesized netlist per yosys stat                            166 µm²
Syn Std Cell Area                                                         166 µm²
Dominant comb cell                                                   buffers and inverters
Leading cell type by number of instances after synthesis             sky130_fd_sc_hd__buf_4
Yosys stat cell total                                                          22
Area share of the largest cell type after synthesis                         0.361
Number of warnings issued by yosys                                              0
Post-synthesis sequential area ratio                                            0
Xor/xnor cell area share of the yosys netlist                               0.211
Distinct lib cells used                                                        11

FINISH
---------------------------------------------------------------------------------
Area of combinational cells with multiple inputs                          103 µm²
Reg area                                                                    0 µm²
Flip-flop and latch count                                                       0
Count of filler cells inserted in the layout                                  399
Ratio of cells with drive above 1 in the final layout                       0.125
P&R area growth vs syn                                                       107%
Number of clock-tree buffers in the layout                                      0
Fin area                                                                  344 µm²

CRITICAL PATH
---------------------------------------------------------------------------------
Maximum fanout encountered on the critical timing path                          4
Timing startpoint of the critical path                                       S[1]
Worst EP arrival                                                          2.50 ns
CP Data Required Time                                                     3.12 ns
Startpoint Class                                                     primary input
Worst setup EP type                                                   output port
Class of the most critical setup path                                primary input to output port

CTS
---------------------------------------------------------------------------------
Number of setup buffers added after CTS                                         0
Post-cts hold buffer count                                                      0
PostCTS Resize Cnt                                                              0

DRT
---------------------------------------------------------------------------------
Ant diodes                                                                      0
Initial drt markers                                                             0
Final wirelength                                                           561 µm
First-pass DRT Iterations                                                       1
Vias post-DR                                                                  162
Number of remaining DRC errors                                                  0
Number of vias per cell                                                      2.08
Remaining antenna violation count after routing                                 0
Routed wirelength normalized by instance count                            7.19 µm

STA
---------------------------------------------------------------------------------
Hold Violations, Final                                                          0
Unrepaired setup endpoints after global routing                             false
Max-slew headroom                                                           0.833
Slew of the pin with the lowest slew margin                              0.250 ns
Final critical path time including I/O delays and setup                   3.28 ns
Total count of max-transition violations in the final report                    0
Share of the clock period used by the worst path after layout               0.840
Setup violation total in the final timing report                                0
Fmax                                                                      305 MHz
TNS Setup                                                                    0 ns

FLOORPLAN
---------------------------------------------------------------------------------
Io pins                                                                        18
Die span in y                                                               80 µm
Starting density of the core                                               0.0487
Die width                                                                   80 µm
Number of rows in the core area                                                21
Die area                                                                 6400 µm²
Total core area                                                          3420 µm²

PLACE
---------------------------------------------------------------------------------
Dpl cell area                                                             344 µm²
RePlAce Congestion                                                          0.732
Count of buffers inserted at the top-level ports                               18

MIN PATH
---------------------------------------------------------------------------------
Number of instances on the worst hold path                                      4
Worst min-delay path category                                        primary input to output port
Hold path startpoint                                                        DI[3]

RUN
---------------------------------------------------------------------------------
OpenROAD warnings                                                              32
Number of max-cap violations                                                    0

POWER AND IR DROP
---------------------------------------------------------------------------------
PwrDens                                                                116 nW/µm²
Worst IR drop on VDD                                                 0.00000929 V
Leak                                                                  0.000115 µW

==> cell families (layout without fill, tap and decap cells) <==
group           after synthesis  count (layout)
xor+xnor                      4               4
mux                           1               1
simple gates                  4               4
buf+inv                       9              19
compound gates                4               4
==> metal layers <==
layer | track usage | up-vias | routed length, µm
li1 | - | 83 | -
met1 | 0.0191 | 67 | 257
met2 | 0.0265 | 12 | 235
met3 | 0.00341 | 0 | 68
met4 | 0 | 0 | 0
met5 | 0 | - | 0
==> placed cells by master (no fill, tap or decap) <==
master,synthesis,final
sky130_fd_sc_hd__a21o_2,1,1
sky130_fd_sc_hd__a21oi_1,1,1
sky130_fd_sc_hd__a21oi_2,1,1
sky130_fd_sc_hd__a31oi_2,1,1
sky130_fd_sc_hd__clkdlybuf4s50_1,0,18
sky130_fd_sc_hd__inv_1,1,1
sky130_fd_sc_hd__mux2_4,1,1
sky130_fd_sc_hd__nor2_1,3,3
sky130_fd_sc_hd__nor2b_1,1,1
sky130_fd_sc_hd__xnor2_1,2,2
sky130_fd_sc_hd__xor2_1,2,2
==> metrics by stage <==
step,hold slack [ns],worst slack (ns),instances,utilization,total power [µW]
floorplan,1.71,1.54,22,-,21.6
global route,2.55,0.544,78,0.101,43.6
global placement,2.48,0.628,78,0.101,41.1
detailed placement,2.49,0.619,78,0.101,41.0
finish,2.48,0.625,78,0.101,39.9
CTS,2.49,0.617,78,0.101,41.2
==> final timing paths <==
path | endpoint | slack [ns]
max | O[3] | 0.62
min | CO[3] | 2.48
==> layout make-up <==
type,instances,share of cell area
Multi-Input combinational cell,13,0.298
Inverter,1,0.0109
Timing Repair Buffer,18,0.524
Tap cell,46,0.167
==> critical path: stages <==
cell                              delay (ns)
sky130_fd_sc_hd__clkdlybuf4s50_1        0.55
sky130_fd_sc_hd__nor2b_1                0.08
sky130_fd_sc_hd__mux2_4                 0.26
sky130_fd_sc_hd__a31oi_2                0.21
sky130_fd_sc_hd__xnor2_1                0.14
sky130_fd_sc_hd__clkdlybuf4s50_1        0.48
==> where the power goes <==
group          total (µW)  switching (µW)  internal, µW  leakage, µW
clock network           0               0             0            0
registers               0               0             0            0
logic                39.9            10.4          29.5     0.000115
No activity file was given, so power comes from the tool's default toggle rates.
